==> flow/design.v <==
module Data_memory(
input [63:0]mem_addr,
input [63:0] write_data,
input clk,
input mem_write,
input mem_read,
output reg[63:0] Read_data
);
reg [7:0] Array [63:0];
initial 
begin
Array[0]=8'b00000100;
Array[1]=8'b00000000;
Array[2]=8'b00000000;
Array[3]=8'b00000000;
Array[4]=8'b00000000;
Array[5]=8'b00000000;
Array[6]=8'b00000000;
Array[7]=8'b00000000;
Array[8]=8'b00010000;
Array[9]=8'b00000000;
Array[10]=8'b00000000;
Array[11]=8'b00000000;
Array[12]=8'b00000000;
Array[13]=8'b00000000;
Array[14]=8'b00000000;
Array[15]=8'b00000000;
Array[16]=8'b00000011;
Array[17]=8'b00000000;
Array[18]=8'b00000000;
Array[19]=8'b00000000;
Array[20]=8'b00000000;
Array[21]=8'b00000000;
Array[22]=8'b00000000;
Array[23]=8'b00000000;
Array[24]=8'b00000010;
Array[25]=8'b00000000;
Array[26]=8'b00000000;
Array[27]=8'b00000000;
Array[28]=8'b00000000;
Array[29]=8'b00000000;
Array[30]=8'b00000000;
Array[31]=8'b00000000;
Array[32]=8'b00100000;
Array[33]=8'b00000000;
Array[34]=8'b00000000;
Array[35]=8'b00000000;
Array[36]=8'b00000000;
Array[37]=8'b00000000;
Array[38]=8'b00000000;
Array[39]=8'b00000000;
end
always @(*)
begin 
	if (mem_read)
	begin
		Read_data={Array[mem_addr+7],Array[mem_addr+6], Array[mem_addr+5],Array[mem_addr+4],Array[mem_addr+3],Array[mem_addr+2], Array[mem_addr+1],Array[mem_addr]};
	end
end
always @(posedge clk)
begin 
	if (mem_write)
	begin
		Array[mem_addr]=write_data[7:0];
		Array[mem_addr+1]=write_data[15:8];
		Array[mem_addr+2]=write_data[23:16];
		Array[mem_addr+3]=write_data[31:24];
		Array[mem_addr+4]=write_data[39:32];
		Array[mem_addr+5]=write_data[47:40];
		Array[mem_addr+6]=write_data[55:48];
		Array[mem_addr+7]=write_data[63:56];
	end
end
endmodule
==> flow/run.sh <==
#!/bin/bash
# OpenROAD 26Q1-2900-gdf79404cd8, Yosys 0.63+post, stock flow scripts
make -C /OpenROAD-flow-scripts/flow DESIGN_CONFIG=/design/flow/config.mk WORK_HOME=/design/flow/orfs finish
==> flow/config.mk <==
export PLATFORM = sky130hd
export DESIGN_NAME = Data_memory
export DESIGN_NICKNAME = Data_memory
export VERILOG_FILES = /design/flow/design.v
export SDC_FILE = /design/flow/constraint.sdc
export NUM_CORES = 4
export LEC_CHECK = 1
export CORE_UTILIZATION = 40
==> flow/constraint.sdc <==
current_design Data_memory

set clk_period 14.6
set clk_io_pct 0.2

create_clock -name clk0 -period $clk_period [get_ports {clk}]

set non_clock_inputs [all_inputs -no_clocks]
set_input_delay [expr $clk_period * $clk_io_pct] -clock clk0 $non_clock_inputs
set_output_delay [expr $clk_period * $clk_io_pct] -clock clk0 [all_outputs]
==> impl_metrics.yaml <==
# yosys + openroad results
outcome:
  run_status: "stopped before the end"
  lastStage: "global routing"
  stop_error: "[ERROR GRT-0116] Global routing finished with congestion. Check the congestion regions in the DRC Viewer."
synthesis:
  ys_chip_area_sq_um: 74790
  top_area_cell: "mux4_2"
  avgSynthCellArea_sq_um: 8.867
  yosys-top-cells-count: "nand2_1, a21oi_1, mux4_2, clkbuf_1, nor2_1"
  edf_count: 512
  ff_type: "edfxtp_1"
  top_cell: "nand2_1"
  synth_top_area_share_pct: 21.14
  syn_area_sq_um: 74790
  ys_cells: 8435
  synthArstFlopShare_pct: 0
  yosys_warnings: 1
  synth_cell_types: 102
  ys_ff: 576
  ys_top_cells_by_area: "mux4_2, edfxtp_1, a21oi_1"
  synthCells: 8435
grt:
  grt-ovfl-total: 100
  grt_max_degree: 131
  grt.total_usage_pct: 81.01
  grt_pass1_wl_um: 962400
  grt_pass1_vias: 97380
floorplanning:
  die_w_um: 434.4
  rows: 158
  fp_util_pct: 40.29
  top_level_ports: 195
  die_height_um: 434.4
clocking:
  cts_setup_buffers: 0
  cts_buffers: 68
  cts-root-buf: "clkbuf_16"
  cts.htree.levels: 3
  holdBufCountCts: 0
  ctsResizeCount: 0
  clockBufferDepth: 3
final_timing:
  unclocked_pins: 64
  untimed_endpoints: 128
place:
  placed_area_sq_um: 80570
  gp_congestion: 1.328
  port_buffers: 136
  hpwl_um: 514600
==> routing by layer <==
metal / GRT usage, % / GRT overflow
met2: 88.79 / 32
met4: 71.12 / 15
met5: 65.04 / 2
met1: 82.80 / 13
met3: 76.36 / 38
==> per-stage QoR <==
step           setup slack [ns]  cells  hold slack (ns)
3_3_place_gp              6.184  10720            3.397
2_1_floorplan             7.410   8435            3.242
3_5_place_dp              6.137  10720            3.412
4_1_cts                   6.855  10840            2.683
==> logic make-up after synthesis <==
kind of cell    Yosys count  synth area share (%)
compound gates         3339                 30.98
simple gates           2376                 14.45
mux                    1079                 26.28
buf+inv                1025                 5.780
flops                   512                 20.56
latches                  64                 1.285
xor+xnor                 31                0.5186
fa+ha+maj                 9                0.1506
