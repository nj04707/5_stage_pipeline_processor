$ cat /design/flow/design.v
module Instruction_memory(
input [63:0] Inst_Adress,
output reg [31:0] Instruction
);
reg [7:0]Array[95:0]; 
initial 
    begin 
        Array[0] = 8'b00010011; 
        Array[1] = 8'b00001011; 
        Array[2] = 8'b00000000; 
        Array[3] = 8'b00000000; 
        Array[4] = 8'b00010011; 
        Array[5] = 8'b00000101; 
        Array[6] = 8'b01010000; 
        Array[7] = 8'b00000000; 
        Array[8] = 8'b00010011; 
        Array[9] = 8'b00000001; 
        Array[10] = 8'b00000000; 
        Array[11] = 8'b00000000; 
        Array[12] = 8'b10010011; 
        Array[13] = 8'b00000001; 
        Array[14] = 8'b00000000; 
        Array[15] = 8'b00000000; 
        Array[16] = 8'b10110011; 
        Array[17] = 8'b00001011; 
        Array[18] = 8'b01100000; 
        Array[19] = 8'b00000001; 
        Array[20] = 8'b01100011; 
        Array[21] = 8'b00000110; 
        Array[22] = 8'b10101011; 
        Array[23] = 8'b00000100; 
        Array[24] = 8'b00000011; 
        Array[25] = 8'b00110011; 
        Array[26] = 8'b00000001; 
        Array[27] = 8'b00000000; 
        Array[28] = 8'b00000011; 
        Array[29] = 8'b10110010; 
        Array[30] = 8'b00000001; 
        Array[31] = 8'b00000000;
        Array[32] = 8'b01100011; 
        Array[33] = 8'b01001110; 
        Array[34] = 8'b01000011; 
        Array[35] = 8'b00000000; 
        Array[36] = 8'b10010011; 
        Array[37] = 8'b10001011; 
        Array[38] = 8'b00011011; 
        Array[39] = 8'b00000000; 
        Array[40] = 8'b00010011; 
        Array[41] = 8'b00010001; 
        Array[42] = 8'b00111011; 
        Array[43] = 8'b00000000; 
        Array[44] = 8'b10010011; 
        Array[45] = 8'b10010001; 
        Array[46] = 8'b00111011; 
        Array[47] = 8'b00000000; 
        Array[48] = 8'b11100011; 
        Array[49] = 8'b10010100; 
        Array[50] = 8'b10101011; 
        Array[51] = 8'b11111110; 
        Array[52] = 8'b00010011; 
        Array[53] = 8'b00001011; 
        Array[54] = 8'b00011011; 
        Array[55] = 8'b00000000; 
        Array[56] = 8'b11100011; 
        Array[57] = 8'b10001100; 
        Array[58] = 8'b10101011; 
        Array[59] = 8'b11111100; 
        Array[60] = 8'b10110011; 
        Array[61] = 8'b00000010; 
        Array[62] = 8'b01100000; 
        Array[63] = 8'b00000000; 
        Array[64] = 8'b00100011; 
        Array[65] = 8'b00110000; 
        Array[66] = 8'b01000001; 
        Array[67] = 8'b00000000; 
        Array[68] = 8'b00100011; 
        Array[69] = 8'b10110000; 
        Array[70] = 8'b01010001; 
        Array[71] = 8'b00000000; 
        Array[72] = 8'b10010011; 
        Array[73] = 8'b10001011; 
        Array[74] = 8'b00011011; 
        Array[75] = 8'b00000000;
        Array[76] = 8'b00010011; 
        Array[77] = 8'b00010001; 
        Array[78] = 8'b00111011; 
        Array[79] = 8'b00000000;
        Array[80] = 8'b10010011; 
        Array[81] = 8'b10010001; 
        Array[82] = 8'b00111011; 
        Array[83] = 8'b00000000;
        Array[84] = 8'b11100011; 
        Array[85] = 8'b10010010; 
        Array[86] = 8'b10101011; 
        Array[87] = 8'b11111100;
        Array[88] = 8'b00010011; 
        Array[89] = 8'b00001011; 
        Array[90] = 8'b00011011; 
        Array[91] = 8'b00000000;
        Array[92] = 8'b11100011; 
        Array[93] = 8'b10001010; 
        Array[94] = 8'b10101011; 
        Array[95] = 8'b11111010;
    end 
always @ (Inst_Adress)
begin
	Instruction={Array[Inst_Adress+3],Array[Inst_Adress+2], Array[Inst_Adress+1],Array[Inst_Adress]};
end
endmodule
$ cat /design/flow/run.sh
#!/bin/bash
# OpenROAD 26Q1-2900-gdf79404cd8, Yosys 0.63+post, stock flow scripts
make -C /OpenROAD-flow-scripts/flow DESIGN_CONFIG=/design/flow/config.mk WORK_HOME=/design/flow/orfs finish
$ cat /design/flow/config.mk
export PLATFORM = sky130hd
export DESIGN_NAME = Instruction_memory
export DESIGN_NICKNAME = Instruction_memory
export VERILOG_FILES = /design/flow/design.v
export SDC_FILE = /design/flow/constraint.sdc
export NUM_CORES = 4
export LEC_CHECK = 1
export CORE_UTILIZATION = 30
$ cat /design/flow/constraint.sdc
current_design Instruction_memory

set clk_period 3.5
set clk_io_pct 0.2

create_clock -name clk0 -period $clk_period

set non_clock_inputs [all_inputs -no_clocks]
set_input_delay [expr $clk_period * $clk_io_pct] -clock clk0 $non_clock_inputs
set_output_delay [expr $clk_period * $clk_io_pct] -clock clk0 [all_outputs]
==> flow_summary.ini <==
; synthesis and place-and-route metrics
[run_status]
status = finished clean

[floorplan]
ios = 96
core_area_um2 = 15900
floorplan.core_util_pct = 30.6
num_rows = 46
die_w_um = 129
die_h_um = 129
die_area_um2 = 16700

[critical_path]
start_kind = input port
critPathKind = in2out
cp_max_fo = 8
critical_path_required_ps = 2800
critPathCaptureType = primary output
arrival_ps = 2800

[timing]
slew_viol_final = 0
hold_viol_final = 0
fmax_ghz = 0.286
fin_crit_sh_pct = 100
tightest_slew_ps = 445
rsz0062_at_grt = true
max_slew_margin_pct = 70.3
whs_ps = 1880
finalSetupViolCount = 0
min_period_ps = 3500
worst_slack_ps = 1.28

[detailed_routing]
drc = 0
avgViaCountPerCell = 6.10
ant_nets = 0
num_vias = 7467
wirelength_um = 23900
initialDrtViolationCount = 1015
first_pass_iters = 9
antenna-diode-count = 0
routedWlPerCell_um = 19.5

[final_layout]
ff_count = 0
final.fill_count = 1321
postLayoutCoreUtil_pct = 54.0
final_cells = 1225
flop_area_um2 = 0
drive_gt1_share_pct = 46.0
clock_buffers = 0
combGateArea_um2 = 5080
syn_to_final_growth_pct = 76.3

[synthesis]
top_cells_by_count = nand2_1, a21oi_1, o21ai_0
synthTopCellsByArea = a21oi_1, ha_1, nand2_1, o21ai_0, nor2_1
yosys_warnings = 1
synth_top_cell_by_count = nand2_1
netlist_instances = 752
ys_area_um2 = 4860
top_area_share_pct = 7.72
yosysTopAreaCell = a21oi_1
syn_area_um2 = 4860
postSynthSeqShare_pct = 0
yosys.cell_types.count = 80
syn_area_per_cell_um2 = 6.47
ys_cells = 752

[placed_design]
gp_congestion = 0.974
dp.cells = 1136
io_buffers = 39
pre_cts_ws_ps = -778
dpl.hpwl_um = 15500

[grt]
grt_pass1_vias = 6567
antenna_found_initial = 0
grt_overflow = 0
grt_pass1_wl_um = 35900
grt_start_max_net_pins = 32
grt_usage_pct = 27.5

[power_and_ir_drop]
totalPowerFinal_mw = 1.56
peakVddDrop_v = 0.0000577
power_density_nw_per_um2 = 182
p_leak_nw = 3.57

[run]
warning_count = 114
max_cap_viol_count = 0

[hold_path]
hold-path-cell-count = 4
worstHoldStart = Inst_Adress[2]
hold_class = in2out
min_to = Instruction[7]

[clock_network]
cts_hold_buffers = 0
[cells by family after synthesis]
family	Yosys count	synth area share [%]
compound gates	317	43.9
simple gates	250	24.4
fa+ha+maj	29	7.46
buf+inv	112	11.5
mux	22	5.09
xor+xnor	22	7.66
[worst max path at each step]
stage	startpoint	endpoint	slack [ps]	cells past startpoint
CTS	Inst_Adress[1]	Instruction[14]	-110	13
global route	Inst_Adress[1]	Instruction[17]	-100	13
finish	Inst_Adress[1]	Instruction[21]	1	13
[report_power, final]
group | total (mW) | internal (mW) | switching (mW) | leakage (nW)
clock network | 0 | 0 | 0 | 0
logic | 1.56 | 0.783 | 0.778 | 3.57
registers | 0 | 0 | 0 | 0
[layout make-up]
| type | instances | share of cell area, % |
|---|---|---|
| Timing Repair Buffer | 347 | 36.5 |
| Inverter | 19 | 1.09 |
| Multi-Input combinational cell | 643 | 59.3 |
| Tap cell | 216 | 3.15 |
[stage by stage]
stage	TNS (ps)	area (um2)
final	0	8580
after global routing	-427	8580
after CTS	-414	8090
after detailed placement	-20550	6810
after global placement	-20870	6810
after floorplan	0	4930
[routing by layer]
layer  track usage [%]  vias to the layer above  part of all wire, %
met2              43.0                      470                   44
li1                  -                     3382                    -
met1              39.8                     3500                   42
met5                 0                        -                    0
met4              8.79                        0                  4.9
met3              2.78                      115                  9.3
[repair_timing]
item / CTS / global route
gates cloned: 6 / 1
setup buffers: 60 / 28
pin swaps: 85 / 45
gates resized: 199 / 76
endpoints found under the setup margin: 32 / 28
[worst max-delay path: stages]
cell and delay [ps]:
buf_12 100, buf_8 120, ha_4 190, buf_6 120, buf_12 120, buf_4 120, nand3_4 130, buf_4 190
xnor2_2 330, nor3_1 110, a31oi_1 210, a31oi_1 120, dlygate4sd2_1 240
[placed cells by master (no fill, tap or decap), types with 12 or more instances in the layout]
master,instances
buf_4,244
nand2_1,88
a21oi_1,62
nor2_1,45
o21ai_0,43
buf_6,43
a31oi_1,26
nand3_1,21
o21ai_1,18
mux2i_1,18
nor3_1,15
o211ai_1,15
buf_12,15
ha_1,14
dlygate4sd2_1,14
a211oi_1,13
o22ai_1,12
ha_4,12
Power figures rest on the tool's default switching activity, not on a simulated workload.
